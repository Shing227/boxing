===== flow/run.sh =====
#!/bin/bash
# OpenROAD 26Q1-2900-gdf79404cd8, Yosys 0.63+post, stock flow scripts
make -C /OpenROAD-flow-scripts/flow DESIGN_CONFIG=/design/flow/config.mk WORK_HOME=/design/flow/orfs finish

===== flow/config.mk =====
export PLATFORM = sky130hd
export DESIGN_NAME = player
export DESIGN_NICKNAME = player
export VERILOG_FILES = /design/flow/design.v
export SDC_FILE = /design/flow/constraint.sdc
export NUM_CORES = 4
export LEC_CHECK = 1
export CORE_UTILIZATION = 30

===== flow/constraint.sdc =====
current_design player

set clk_period 6.3
set clk_io_pct 0.2

create_clock -name clk0 -period $clk_period [get_ports {clk}]

set non_clock_inputs [all_inputs -no_clocks]
set_input_delay [expr $clk_period * $clk_io_pct] -clock clk0 $non_clock_inputs
set_output_delay [expr $clk_period * $clk_io_pct] -clock clk0 [all_outputs]

===== flow/design.v =====
module cyc_counter5_rl(clk,out,rst);
	parameter cycle2one = 10;
	parameter size_cyc = 30;
	parameter count = 5;
	parameter size_cnt = 3;
	input clk;
	input rst;
	output reg[size_cnt-1:0] out;
	reg [size_cyc-1:0] cyc;
	initial begin
		out <= 0;
		cyc <= cycle2one;
	end
	always @(posedge clk) begin
		if(~rst) begin
			out <= 0;
			cyc <= cycle2one;
		end
		else begin
			if(cyc == 1) begin
				if(out == count - 1) out <= 0;
				else out <= out + 1;
				cyc <= cycle2one;
			end
			else begin
				cyc <= cyc - 1;
			end
		end
	end
endmodule
module freq(input clkin,output reg clkout,input rst);
	parameter cycle = 500;
	parameter size = 30;
	reg[size-1:0] cyc;
	initial begin
		clkout <= 1'b0;
		cyc <= cycle;
	end
	always @(posedge clkin) begin
		if(~rst) begin
			clkout <= 1'b1;
			cyc <= cycle;
		end
		else begin
			if(cyc == 1) begin
				clkout <= ~clkout;
				cyc <= cycle;
			end
			else cyc <= cyc - 1;
		end
	end
endmodule
module player(act,state,led_ctrl,clk,rst);
	input wire[1:0] act;
	output reg[1:0] state;
	output reg[2:0] led_ctrl;
	input clk,rst;
	parameter atk_pre_cyc = 10; 
	parameter atk_rec_cyc = 2; 
	parameter def_hld_cyc = 20;
	parameter def_rec_cyc = 1; 
	parameter freq_base_time = 1000000;
	wire clk_act;
	freq #(.cycle(freq_base_time)) fq_act(.clkin(clk),.clkout(clk_act),.rst(rst));
	wire [2:0] led_apt,led_art,led_drt,led_dht;
	reg [3:0] led_sel;
	reg rst_apt,rst_art,rst_drt,rst_dht;
	reg ct5;
	reg ct5_rec;
	cyc_counter5_rl #(.cycle2one(atk_pre_cyc)) ct_apt(.clk(clk_act),.out(led_apt),.rst(rst_apt));
	cyc_counter5_rl #(.cycle2one(atk_rec_cyc)) ct_art(.clk(clk_act),.out(led_art),.rst(rst_art));
	cyc_counter5_rl #(.cycle2one(def_rec_cyc)) ct_drt(.clk(clk_act),.out(led_drt),.rst(rst_drt));
	cyc_counter5_rl #(.cycle2one(def_hld_cyc)) ct_dht(.clk(clk_act),.out(led_dht),.rst(rst_dht));
	reg acting;
	parameter atk = 2'b10;
	parameter def = 2'b01;
	parameter nothing = 2'b00;
	parameter punching = 2'b11;
	initial begin
		rst_apt <= 1'b0;
		rst_art <= 1'b0;
		rst_dht <= 1'b0;
		rst_drt <= 1'b0;
		led_ctrl <= 3'b000;
		state <= nothing;
		acting <= 1'b0;
		ct5 <= 1'b0;
		ct5_rec <= 1'b1;
	end
	always @(posedge clk_act) begin
		if(~rst) begin
			rst_apt <= 1'b0;
			rst_art <= 1'b0;
			rst_dht <= 1'b0;
			rst_drt <= 1'b0;
			led_ctrl <= 3'b000;
			state <= nothing;
			acting <= 1'b0;
		end
		else begin
			if(acting) begin
				if(ct5 && ct5_rec)begin 
					case(led_sel)
						4'b0001 : begin 
							rst_drt <= 1'b0;
							acting <= 1'b0;
								 end
						4'b0010 : begin 
							rst_dht <= 1'b0;
							rst_drt <= 1'b1;
							state <= nothing;
								 end
						4'b0100 : begin 
							rst_art <= 1'b0;
							acting <= 1'b0;
							state <= nothing;
								 end
						4'b1000 : begin 
							rst_apt <= 1'b0;
							rst_art <= 1'b1;
							state <= punching;
								 end
						default :  begin
							rst_apt <= 1'b0;
							rst_art <= 1'b0;
							rst_dht <= 1'b0;
							rst_drt <= 1'b0;
							acting <= 1'b0;
									  end
					endcase
					ct5_rec <= 1'b0;
				end
				else begin  
					if(state == def && act == nothing) begin
						state <= nothing;
						rst_dht <= 1'b0;
						rst_drt <= 1'b1;
					end
					else	acting <= acting;
					ct5_rec <= (led_apt[2] | led_art[2] |led_drt[2] | led_dht[2]) & ~ct5;
					ct5 <= led_apt[2] | led_art[2] |led_drt[2] | led_dht[2];
				end
			end
			else begin
				case(act)
				2'b00 : begin  
					state <= nothing;
					acting <= 1'b0;
					end
				2'b01,2'b11 : begin  
					state <= def; 
					rst_dht <= 1'b1;
					acting <= 1'b1;
					end
				2'b10 : 	begin  
					state <= atk;
					rst_apt <= 1'b1;
					acting <= 1'b1;
					end
				default : begin
					state <= nothing;
					acting <= 1'b0;
					end
				endcase
			end
			led_sel[0] <= rst_drt;
	      led_sel[1] <= rst_dht;
			led_sel[2] <= rst_art; 
			led_sel[3] <= rst_apt; 
			case(led_sel)
				4'b0001 : led_ctrl <= led_drt;
				4'b0010 : led_ctrl <= led_dht;
				4'b0100 : led_ctrl <= led_art;
				4'b1000 : led_ctrl <= led_apt;
				default : led_ctrl <= 3'b0;
			endcase;
		end
	end
endmodule

==> run notes <==
run metrics: Hold Path Depth 1, Top cell area share 0.427, cells after synthesis 925, Post-Layout Inst Area 8660 µm², Syn. warnings 6, P&R area growth vs syn 6.67%, Final HPWL DP 9470 µm, Final Skew 0.00226 ns, Rows 59, Num CTS Buffers 5, H-tree Lvls 2, crit path launch type primary input, via count between 5000 and 6000, Finished Layout Cells 1246, antenna violations before repair 0, critical path arrival 2.73 ns, Synth Cell Area a little over 8000 µm², Hold Path Class reg -> reg, flops & latches, synth around 180, DRT iter0 DRCs 324, fin crit period 2.57 ns, adder share 0.0277, GR Overflow Total 0, First-pass DRT Iterations 4, layout cells sized above 1 0.0307, P_leak 2.98 nW, Syn Area/Cell about 8.8 µm², Worst VDD drop around 0.0002 V, Core Region 26300 µm², endpoints left unconstrained 159, relative slew slack 0.433, Setup-failing EPs final 0, DR vias/cell 4.71, max-cap violations 0, Post-synth EDFFs 6, worst-case reg-to-reg path depth 6, DP Cell Count 1239, largest net degree at the start of global routing 84, period utilisation layout 0.407, PD cells 57.5 nW/µm², Total GRT Usage 0.102, input/output buffers 8, Post-synth ARST share 0, final hold vios 0, Synth logic family simple AND/OR/NAND/NOR gates, post-synth top area cell dfxtp_1, Filler Cell Count 2676, CP required 6.47 ns, Setup CP Type in -> reg, CTS tree built, combinational gate area 4230 µm², tool warnings 34, root buf cell clkbuf_16, ys flop type dfxtp_1, Max Clk Rate 0.390 GHz, DRT Wirelength ~14000 µm, Setup Fix Bufs, Post-CTS 0, ANT nets after route 0, Crit. End Element flop, DRC 0, reg2reg setup slack 4.14 ns, AND-OR/OR-AND Cells, Area Fraction 0.0677, count of unclocked register or latch pins 148, measured slew at the worst slew-check pin 0.842 ns, Hold Buf Count CTS 0, hold endpoint fq_act.cyc[0], CTS Buffer Depth 2, vias in the first global route 5315, Die X between 150 and 200 µm, yosys cell count 925, worst reg2reg startpoint fq_act.cyc[6], # diodes 0, WL per Instance 10.9 µm, die footprint 27700 µm², post-cts repair resize count 0, FF-to-FF End fq_act.cyc[4], Slew Viols, Final 0, Placed Instance Area 8520 µm², CTS clk-pin slew, worst paths 0.05 ns, RSZ-0062 raised after global routing false, register share after synthesis 0.449, yosys stat chip area 8120 µm², setup tns final 0 ns, io pins 9, Reg area 3650 µm², Cell variety after synth roughly 55, simple-gate portion of the synthesized area 0.288, Die Y ~170 µm, fin util 0.330, first-pass GRT wire length 24200 µm, GPL Wtd Cong 0.796, Power Total ~500 µW, status completed, mux contribution to synthesized area 0.00493, clk latency late pin 0.27 ns, worst-path maximum fanout 18, fp util 0.309, yosys xor share 0.133, top cells, area dfxtp_1 43%, xnor2_1 8.4%, nor2_1 8.3%, xor2_1 4.9%, nor4_1 3.2%, HP Start fq_act.cyc[0]
==> kinds of logic after synthesis <==
family	after synthesis
compound gates	84
xor+xnor	123
fa+ha+maj	18
buf+inv	58
flops	179
mux	4
simple gates	459
==> critical path, cell delays in order <==
cell and delay, ns:
clkdlybuf4s50_1 0.87, inv_1 0.23, o41ai_1 0.37
==> stage by stage <==
step | setup slack [ns] | hold slack [ns]
2_1_floorplan | 3.70 | 0.441
3_3_place_gp | 3.47 | 0.458
3_5_place_dp | 3.41 | 0.466
4_1_cts | 3.68 | 0.480
5_1_grt | 3.58 | 0.492
6_report | 3.73 | 0.478
==> flip-flops by register name, indices dropped and copies added, names as in the netlist, 2 cells and up <==
signal	flops
ct_art.cyc	30
ct_drt.cyc	30
led_sel	4
state	2
ct_dht.cyc	30
ct_art.out	3
ct_apt.out	3
fq_act.cyc	30
ct_drt.out	3
ct_dht.out	3
led_ctrl	3
ct_apt.cyc	30
==> cell usage after synthesis (16+ instances only) <==
cell type  instances
ha_1              18
o21ai_0           19
nand2_1           49
nand3_1           30
clkbuf_1          22
nor2_1           180
inv_1             20
a21oi_1           20
nor4_1            41
nand4_1           16
xor2_1            45
nor3_1            40
or3_1             23
dfxtp_1          173
xnor2_1           78
==> cell usage in the layout, fill, tap and decap left out, types with 5 or more instances in the layout <==
cell / synthesis / final
a21boi_0: 7 / 7
a21oi_1: 20 / 20
buf_4: 2 / 9
clkbuf_16: 0 / 5
clkdlybuf4s50_1: 0 / 8
dfxtp_1: 173 / 172
edfxtp_1: 6 / 6
ha_1: 18 / 18
inv_1: 20 / 20
nand2_1: 49 / 49
nand2b_1: 8 / 8
nand3_1: 30 / 30
nand3b_1: 8 / 8
nand4_1: 16 / 16
nand4b_1: 7 / 7
nor2_1: 180 / 180
nor2b_1: 12 / 12
nor3_1: 40 / 40
nor4_1: 41 / 41
o21ai_0: 19 / 18
o31ai_1: 7 / 7
or3_1: 23 / 23
or4_1: 14 / 14
xnor2_1: 78 / 78
xor2_1: 45 / 45
==> report_power, final <==
group	switching, mW	internal, mW
sequential	0.0115	0.208
clock	0.0747	0.153
combinational	0.0297	0.0211
==> worst max path at each step <==
stage | from | cells after the start | to | slack (ns)
CTS | rst | 3 | fq_act.cyc[28] | 3.68
global route | rst | 3 | fq_act.cyc[28] | 3.58
finish | rst | 3 | fq_act.cyc[28] | 3.73
==> cell type report <==
class	count	share of cell area
clock buffer	6	0.0160
clock inverter	1	0.000578
inverter	20	0.00867
multi-input combinational	688	0.488
sequential	179	0.421
tap	335	0.0484
timing repair buffer	17	0.0170
==> routing by layer <==
metal,up-vias,track usage,wire [µm]
met3,4,0.0114,365
met2,54,0.153,5570
met4,0,0.00483,48
met5,-,0,0
li1,3161,-,-
met1,2655,0.167,7620
Power figures rest on the tool's default switching activity, not on a simulated workload.
