**flow/run.sh**
```bash
#!/bin/bash
# OpenROAD 26Q1-2900-gdf79404cd8, Yosys 0.63+post, stock flow scripts
make -C /OpenROAD-flow-scripts/flow DESIGN_CONFIG=/design/flow/config.mk WORK_HOME=/design/flow/orfs finish
```
**flow/config.mk**
```make
export PLATFORM = sky130hd
export DESIGN_NAME = get_act
export DESIGN_NICKNAME = get_act
export VERILOG_FILES = /design/flow/design.v
export SDC_FILE = /design/flow/constraint.sdc
export NUM_CORES = 4
export LEC_CHECK = 1
export CORE_UTILIZATION = 30
```
**flow/constraint.sdc**
```tcl
current_design get_act

set clk_period 6.3
set clk_io_pct 0.2

create_clock -name clk0 -period $clk_period [get_ports {clk}]

set non_clock_inputs [all_inputs -no_clocks]
set_input_delay [expr $clk_period * $clk_io_pct] -clock clk0 $non_clock_inputs
set_output_delay [expr $clk_period * $clk_io_pct] -clock clk0 [all_outputs]
```
**flow/design.v**
```verilog
module get_act(in,out1,out2,clk,rst);
	input [7:0] in;
	output reg[1:0] out1;
	output reg[1:0] out2;
	input rst;
	input clk;
	reg [7:0] bufin1;
	reg [7:0] bufin2;
	reg access;
	parameter opt_freq = 50_000; 
	reg [20:0] num;
	reg [3:0] tmp;
	reg break;
	initial begin
		num <= opt_freq;
		tmp <= 0;
		out1 <= 0;
		out2 <= 0;
		break <= 0;
	end
	always @(negedge clk) begin
		bufin1 <= in;
		bufin2 <= bufin1;
		if(bufin1 == bufin2) access <= 1'b0;
		else access <= 1'b1;
	end
	always @(posedge clk) begin
		if(~rst)  begin
			break <= 0;
			tmp <= 0;
		end
		else begin
			if(access) begin
				if(break) begin
					case (in)					  	
					8'h1c: begin
							tmp[3] <= 1'b0;	 
							break <= 1'b0;
						end
					8'h1b: begin
							tmp[2] <= 1'b0;	 
							break <= 1'b0;
						end
					8'h3b: begin
							tmp[1] <= 1'b0;	 
							break <= 1'b0;
						end
					8'h42: begin
							tmp[0] <= 1'b0;	 
							break <= 1'b0;
						end
					8'h00: begin
							tmp <= tmp;
						end
					default: begin
							tmp <= tmp;
							break <= 1'b1;
						end
					endcase
				end
				else begin
					case (in)					  	
						8'h1c: tmp[3] <= 1'b1; 
						8'h1b: tmp[2] <= 1'b1; 
						8'h3b: tmp[1] <= 1'b1; 
						8'h42: tmp[0] <= 1'b1; 
						8'hf0: break <= 1'b1;
						default:	tmp <= tmp;
					endcase
				end
			end
			else tmp <= tmp;
		end
	end
	always @(posedge clk) begin
		if(~rst)  begin
				num <= opt_freq;
				out1 <= 0;
				out2 <= 0;
			end
		else if(num == 0) begin
				out1[1] <= tmp[3];
				out1[0] <= tmp[2];
				out2[1] <= tmp[1];
				out2[0] <= tmp[0];
				num <= opt_freq;
			end
		else begin
				num <= num - 1;
		end
	end
endmodule
```
==> impl_metrics.toml <==
# yosys + openroad results
[cts]
clockRootBuffer = "clkbuf_8"
postCtsHoldBufs = 0
postCtsSetupBuffers = 0
clock-sinks = 47
cts_htree_levels = 2
clk_pin_slew_worst_paths_ns = 0.03
clk_path_buf_depth = 2
cts_resized = 0
insertion_delay_ns = 0.34
cts_tree = "built"
cts_buffers = 5

[yosys]
postSynthSeqShare_pct = 51.7
ys_warn_count = 1
ys_top_logic_family = "simple AND/OR/NAND/NOR gates"
avgSynthCellArea_um2 = 9.73
synthSimpleGateAreaFrac_pct = 25.4
yosysCellCount = 187
ys_area_um2 = 1820
synthAdderAreaFrac_pct = 0.688
synthAoiAreaFrac_pct = 7.63
ys_ff = 47
synth.distinct_cells = 37
syn_inst = 187
syn-cell-area_um2 = 1820
ys_sh_xor_pct = 8.67
yosys-mux-area-fraction_pct = 2.75

[die]
die_y_um = 79.9
io_pins = 14
num_rows = 27
core_area_um2 = 5680
die_w_um = 79.9
die-area_um2 = 6380
fp_util_pct = 32.1

[sta]
slew_viol_final = 0
timing.final.ws_setup_ns = 1.56
fin_tns_setup_ns = 0
setup_viol = 0
hold_viol = 0
max_slew_margin_pct = 37.5
tightestPinTransition_ns = 0.925
finClkSkew_ns = 0.0459
rsz0062_at_grt = "false"

[placed_design]
place_congestion = 0.747
port-buffer-count = 13
place_hpwl_um = 2190
place_ws_ns = 1.20

[flow_run]
warnings = 42
maxCapViolations = 0

[drt]
met2_length_um = 1350
wl_um = 3210
drt-pass1-iter-count = 4
drc_errors = 0
drt-initial-drc-count = 39
drt-vias-per-instance = 4.74
wl_met3_um = 175
ant_nets = 0
wl_met1_um = 1650
num_antenna_cells = 0
wl_per_cell_um = 11.2
dr_total_vias = 1360
top_layer_used = "met4"

[global_routing]
grt_remaining_overflow = 0
track_usage_pct = 11.5
antenna_found_initial = 0
grt_pass1_vias = 1314
grt_pass1_wl_um = 5770
grt_start_max_net_pins = 18

[pwr]
vdd_drop_max_mv = 0.0901
leakage_nw = 0.809
p_per_area_nw_per_um2 = 265

[critical_path]
cp_cell_sequence = "clkdlybuf4s50_1"
cp_data_required_time_ns = 3.33
r2r-start = "access"
critPathMaxStageDelay_ns = 0.51
crit_path_start_kind = "primary input"
worstPathArrival_ns = 1.77
r2r_slack_ns = 1.99
critPathTopFamily = "buffers and inverters"
crit_start = "in[5]"
path_max_fanout = 6
crit_buf_inv = 1
critPathCaptureType = "flop"
crit_type = "primary input to flop"
crit_slowest_cell = "clkdlybuf4s50_1"

[outcome]
run_status = "completed"

[hold_path]
worstHoldStart = "bufin1[3]"
hp-class = "flop to flop"

[final_layout]
drive_gt1_share_pct = 7.44
syn2layout_area_growth_pct = 18.6
[cells by family (layout without fill, tap and decap cells)]
logic type / count (synthesis) / in the layout
compound gates: 21 / 21
simple gates: 81 / 81
flops: 47 / 47
buf+inv: 14 / 42
xor+xnor: 18 / 18
mux: 5 / 5
fa+ha+maj: 1 / 1
[layout by cell type (no fill, tap or decap), types with 2 or more instances in the layout]
master           Yosys  final
a31o_2               2      2
o31ai_1              3      3
and3_1               2      2
clkbuf_8             0      5
and3b_1              2      2
a21oi_1              6      6
clkdlybuf4s50_1      0     13
nor3_1               3      3
nand2b_1             5      5
mux2i_1              5      5
inv_1                4     20
o41ai_1              2      2
nand4_1              5      5
nor2_1              16     16
or3_1                6      6
or4_1                6      6
nand2_1             14     14
xor2_1               9      9
or2_2                4      4
clkinv_4             0      2
o21ai_0              2      2
dfxtp_1             47     47
nor4_1               7      7
nor4b_1              4      4
xnor2_1              9      9
a31oi_1              2      2
[registers in the layout (all words and copies together) (netlist names)]
signal / count
tmp: 4
out2: 2
break: 1
num: 21
bufin2: 8
bufin1: 8
access: 1
out1: 2
[worst paths after layout]
path / depth (start not counted) / end
setup reg to reg: 4 / break
hold reg to reg: 0 / bufin2[3]
hold / removal: 0 / bufin2[3]
setup / recovery: 1 / bufin1[5]
[cell usage after synthesis]
library cell / instances / area share (%)
o21ai_1: 1 / 0.27
or4_1: 6 / 2.5
a31oi_1: 2 / 0.69
or2_2: 4 / 1.4
nor4b_1: 4 / 1.9
nand2_1: 14 / 2.9
o41ai_1: 2 / 0.96
nor2b_1: 1 / 0.34
nor2_1: 16 / 3.3
nor4bb_1: 1 / 0.55
nand3b_1: 1 / 0.41
nor4_1: 7 / 2.4
buf_2: 3 / 0.83
xnor2_1: 9 / 4.3
a21boi_0: 1 / 0.41
dfxtp_1: 47 / 52
or4b_2: 1 / 0.55
ha_1: 1 / 0.69
inv_1: 4 / 0.83
a31o_2: 2 / 0.96
a21oi_1: 6 / 1.7
or3_1: 6 / 2.1
and2_1: 1 / 0.34
xor2_1: 9 / 4.3
clkbuf_1: 7 / 1.4
nor3_1: 3 / 0.83
o21ai_0: 2 / 0.55
nand4b_1: 1 / 0.48
nand2b_1: 5 / 1.7
nor3b_1: 1 / 0.41
nand4_1: 5 / 1.7
o211ai_1: 1 / 0.41
o31a_1: 1 / 0.48
and3b_1: 2 / 0.96
mux2i_1: 5 / 2.8
o31ai_1: 3 / 1.2
and3_1: 2 / 0.69
[metal layers]
layer | up-vias | GRT usage (%)
met5 | - | 0
met4 | 0 | 2.14
met3 | 5 | 3.94
met2 | 28 | 16.2
met1 | 614 | 17.5
li1 | 713 | -
[where the power goes]
group          internal (mW)  total (mW)  switching, mW  leakage (nW)
Sequential             0.310       0.318        0.00829         0.386
Clock                 0.0925       0.219          0.126         0.135
Combinational         0.0185      0.0361         0.0176         0.288
Total                  0.421       0.573          0.152         0.809
[layout make-up]
type                            instances  area, um^2
Inverter                                3        11.3
Clock buffer                            5        68.8
Tap cell                               72        90.1
Sequential cell                        47         941
Clock inverter                         20        86.3
Multi-Input combinational cell        126         822
Timing Repair Buffer                   14         138
Fill cell                             564        3520
[per-stage QoR]
step	std cells	instance area, um^2	power (mW)	utilization [%]	hold slack [ns]
2_1_floorplan	187	1820	0.364	-	0.349
3_3_place_gp	263	2010	0.377	35.3	0.352
3_5_place_dp	263	2010	0.378	35.3	0.358
4_1_cts	287	2160	0.585	38.0	0.363
5_1_grt	287	2160	0.616	38.0	0.356
6_report	287	2160	0.573	38.0	0.359
Power figures rest on the tool's default switching activity, not on a simulated workload.
