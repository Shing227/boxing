==> design.v <==
module fight_sys(state1,state2,clk,rst,point1_1,point1_0,point2_1,point2_0,win );
	input [1:0] state1,state2;
	input clk,rst;
	output reg[3:0] point1_1,point1_0,point2_1,point2_0;
	output reg win;
	parameter inipoint1 = 10;
	parameter inipoint2 = 10;
	initial begin
		point1_1 <= 0;
		point1_0 <= 0;
		point2_1 <= 0;
		point2_0 <= 0;
		point1 <= inipoint1;
		point2 <= inipoint2;
		win <= 0;
	end
	reg st1_buf1,st1_buf2;
	reg ph_access1;
	always @(posedge clk) begin
			st1_buf1 <= state1;
			st1_buf2 <= st1_buf1;
			if(st1_buf1 == st1_buf2) ph_access1 <= 1'b0;
			else begin
				if(state1 == 2'b11) ph_access1 <= 1'b1;
			end
	end
	reg st2_buf1,st2_buf2;
	reg ph_access2;
	always @(posedge clk) begin
			st2_buf1 <= state2;
			st2_buf2 <= st2_buf1;
			if(st2_buf1 == st2_buf2) ph_access2 <= 1'b0;
			else begin
				if(state2 == 2'b11) ph_access2 <= 1'b1;
			end
	end
	reg [4:0] point1,point2;
	always @(posedge clk or negedge rst) begin
		if(~rst) begin
			point1 <= inipoint1;
			point2 <= inipoint2;
			win <= 0;
		end
		else if(win)win <= win;
		else if(ph_access1)begin
			case (state2)
				2'b00: begin
					if(point2 > 5'd2) begin
						point2 <= point2 - 5'd2;
						point1 <= point1 + 5'd2;
					end
					else begin
						win <= 1'b1;
						point2 <= 0;
						point1 <= 5'd20;
					end
				end
				2'b01: begin
					if(point2 > 5'd1) begin
						point2 <= point2 - 5'd1;
						point1 <= point1 + 5'd1;
					end
					else begin
						win <= 1'b1;
						point2 <= 0;
						point1 <= 5'd20;
					end
				end
				2'b10,2'b11: begin
					if(point2 > 5'd3) begin
						point2 <= point2 - 5'd3;
						point1 <= point1 + 5'd3;
					end
					else begin
						win <= 1'b1;
						point2 <= 0;
						point1 <= 5'd20;
					end
				end
				2'b11: begin
					if(point2 > 5'd3) begin
						point2 <= point2 - 5'd3;
						point1 <= point1 + 5'd3;
					end
					else begin
						win <= 1'b1;
						point2 <= 0;
						point1 <= 5'd20;
					end
				end
				default: begin
					point1 <= point1;
					point2 <= point2;
				end
			endcase
		end
		else if(ph_access2) begin
			case (state1)
				2'b00: begin
					if(point1 > 5'd2) begin
						point1 <= point1 - 5'd2;
						point2 <= point2 + 5'd2;
					end
					else begin
						win <= 1'b1;
						point1 <= 0;
						point2 <= 5'd20;
					end
				end
				2'b10,2'b11: begin
					if(point1 > 5'd3) begin
						point1 <= point1 - 5'd3;
						point2 <= point2 + 5'd3;
					end
					else begin
						win <= 1'b1;
						point1 <= 0;
						point2 <= 5'd20;
					end
				end
				2'b01: begin
					if(point1 > 5'd1) begin
						point1 <= point1 - 5'd1;
						point2 <= point2 + 5'd1;
					end
					else begin
						win <= 1'b1;
						point1 <= 0;
						point2 <= 5'd20;
					end
				end
				default: begin
					point1 <= point1;
					point2 <= point2;
				end
			endcase
		end
		else point1 <= point1;
	end
	always @(clk) begin
		if(point1 == 5'd20) begin
			point1_1 <= 4'b0010;
			point1_0 <= 0;
		end
		else if (point1 > 5'd10)begin
			point1_1 <= 4'd1;
			point1_0 <= point1[3:0] + 4'd6;
		end
		else if(point1 == 5'd10) begin
			point1_1 <= 4'd1;
			point1_0 <= 0;
		end
		else begin
			point1_1 <= 0;
			point1_0 <= point1[3:0];
		end
		if(point2 == 5'd20) begin
			point2_1 <= 4'd2;
			point2_0 <= 0;
		end
		else if (point2 > 5'd10)begin
			point2_1 <= 4'd1;
			point2_0 <= point2[3:0] + 4'd6;
		end
		else if(point2 == 5'd10) begin
			point2_1 <= 4'd1;
			point2_0 <= 0;
		end
		else begin
			point2_1 <= 0;
			point2_0 <= point2[3:0];
		end
	end
endmodule
==> run.sh <==
#!/bin/bash
# OpenROAD 26Q1-2900-gdf79404cd8, Yosys 0.63+post, stock flow scripts
make -C /OpenROAD-flow-scripts/flow DESIGN_CONFIG=/design/flow/config.mk WORK_HOME=/design/flow/orfs finish
==> config.mk <==
export PLATFORM = sky130hd
export DESIGN_NAME = fight_sys
export DESIGN_NICKNAME = fight_sys
export VERILOG_FILES = /design/flow/design.v
export SDC_FILE = /design/flow/constraint.sdc
export NUM_CORES = 4
export LEC_CHECK = 1
export CORE_AREA = 10 10 106 106
export DIE_AREA = 0 0 116 116
==> constraint.sdc <==
current_design fight_sys

set clk_period 3.0
set clk_io_pct 0.2

create_clock -name clk0 -period $clk_period [get_ports {clk}]

set non_clock_inputs [all_inputs -no_clocks]
set_input_delay [expr $clk_period * $clk_io_pct] -clock clk0 $non_clock_inputs
set_output_delay [expr $clk_period * $clk_io_pct] -clock clk0 [all_outputs]
==> Table 3: Implementation characteristics <==
Summary of implementation characteristics

Parameter                              Value

Power
  Power share of the clock group    7.1%
  Cell internal power dissipation    1.27 mW
  Combinational share of power    74.4%
  P_leak    1.02 nW
  Sequential share of power    18.5%
  Total power    2.45 mW
  Total net switching power    1.17 mW
  Max rail drop VDD    0.241 mV
  Pwr dens    948 nW/um2
  Switching Share    47.9%

Hold path
  Worst hold-check path type    flip-flop to flip-flop
  Worst hold stages    0

Clock network
  Clock latency at the later pin of the worst-skew pair    0.25 ns
  Total CTS buffers    3
  Post-CTS Hold Fix Bufs    0
  Clock Path Buffers    2
  Clock-pin slew on the worst setup and hold paths    0.06 ns
  Clk sink count    17
  Clock tree root buffer cell    clkbuf_8
  Number of levels in the clock H-tree    1
  CTS tree    done

Final timing
  Relative max-transition margin    58.9%
  Aggregate negative setup slack    0 ns
  Setup violators final    0
  Minimum period implied by the final worst setup slack    2.84 ns
  Max Clock Freq    0.352 GHz
  Final period utilization    94.7%
  Final tally of max-slew violations    0
  Skew final    0.0100 ns
  Slew @ Worst Pin    0.609 ns
  Final WS setup    0.158 ns
  Setup repair after global routing missed its margin    no
  Final Hold Vio Count    0
  Hold WS    0.364 ns

Yosys
  Count leader, synth    nor2_1
  Count of instantiated cells in the yosys netlist    301
  Tally of unique sky130hd cells used after synthesis    62
  Area share of and-or/or-and cells after synthesis    31.0%
  Fraction of registers with async set or reset after synthesis    64.7%
  Post-synth tally of flip-flops with integrated enable    0
  Cell types with the largest area share after synthesis    ha_1, dfrtp_1, a21oi_1
  Cell area after technology mapping    2230 um2
  Synth area leader    ha_1
  Post-synth top cells    nor2_1, a21oi_1, nand2_1
  Chip area estimate from yosys synthesis    2230 um2
  Area fraction in mux cells    2.80%
  Largest family of logic cells by area    AND-OR/OR-AND gates
  Top cell type's share of synthesized area    10.6%
  Gate count after technology mapping    301
  Parity-gate share of the synthesized area counting xor and xnor cells    3.92%
  Synthesized-area fraction occupied by adder cells    10.6%
  Tally of yosys warning messages    1
  Sequential cell area fraction in the yosys report    17.9%
  Basic-gate share of the synthesized area counting and, or, nand and nor cells    22.3%
  Average cell area after synthesis    7.42 um2
  Ys flops    17
  Synth Flop Type    dfrtp_1

Placement
  Worst Setup Slack post-DPL    0.276 ns
  Total placed cells including tap cells    422
  Post-detailed-placement cell area    2500 um2
  RePlAce Congestion    0.932
  Post-detail-place hpwl    4610 um
  Count of input and output buffers    18

Route
  DRT antenna net count    0
  Final wirelength    6110 um
  Total vias in the final route    2238
  Initial DRT Pass Iterations    5
  Final routed DRC violation total    0
  Count of inserted antenna diode cells    0
  Count of routing violations after the opening detailed-route iteration    186
  Ratio of routed vias to standard cells    5.20
  Wire per inst    14.2 um

Cells and area
  Post-Route Utilization    29.1%
  Final Cell Area    2580 um2
  Layout cell share with drive strength beyond 1    15.2%
  Number of non-filler instances in the completed layout    430
  Layout-stage area growth over the synthesis result    15.5%
  Count of filler cells inserted in the layout    957

Floorplanning
  Height of the die    116 um
  Number of ports placed on the die boundary    23
  Die area    13500 um2
  Area of the core    8850 um2
  Rows    34
  Width of the die    116 um
  Effective utilization at floorplan    25.2%

Setup path
  Startpoint type of the worst setup path    flip-flop
  Worst EP arrival    2.24 ns
  Slowest-stage cell, CP    dfstp_2
  Required time of the critical path    2.40 ns
  Endpoint type of the worst setup path    output pin
  Max Fanout on Critical Path    7
  Startpoint-to-endpoint class of the critical path    flip-flop to output pin
  Cell Chain, Critical Path    inv_1, ha_1, or3_1, a21oi_1, a21oi_1, nor2_1, clkdlybuf4s50_1
  Cell count of the worst reg-to-reg path    9
  Largest stage delay, worst path    0.53 ns
  Most used cell along the critical path    a21oi_1

Job
  Max Cap Viol    0
  Number of warnings the tools reported    40

Global route
  Initial antenna violation count    0
  Global route total overflow    0
  Via count of the first global-routing pass    2028
  Total track usage    9.30%
  Global-route wire length before repair    10300 um
  Maximum number of pins on one net before global-route repair    20

Outcome
  Run status    finished, final reports clean
[critical path: cells and delay by family, from the launching register on]
family,cells,cell delay (ns)
adders and majority gates,1,0.23
and+or+nand+nor,2,0.44
AOI/OAI and AO/OA,2,0.20
DFF,1,0.53
buffers and inverters,2,0.58
[kinds of logic after synthesis]
kind of cell	Yosys count
adders and majority gates	19
AOI/OAI and AO/OA	102
and+or+nand+nor	105
DFF	17
buffers and inverters	41
xor gates and xnor gates	10
muxes	6
other	1
[area by class of cell]
type	count	area [um2]	share of cell area [%]
Sequential cell	17	402	15.6
Timing Repair Buffer	39	338	13.1
Tap cell	108	135	5.24
Inverter	16	60.1	2.33
Multi-Input combinational cell	246	1600	62.0
Clock buffer	4	45.0	1.75
[power groups by stage]
stage         registers (mW)  logic [mW]  clock network, mW
global route           0.471        2.04              0.195
CTS                    0.463        1.77              0.181
finish                 0.453        1.82              0.174
[what timing repair did]
| action | in CTS | in global routing |
|---|---|---|
| endpoints found under the setup margin | 1 | 5 |
| gates resized | 0 | 3 |
| buffers inserted | 1 | 3 |
| gates cloned | 0 | 0 |
| endpoints found under the hold margin | 0 | 0 |
[sequential cells by signal, summed over array words and instances (netlist names)]
name,flops
ph_access2,1
st2_buf1,1
st2_buf2,1
ph_access1,1
st1_buf1,1
point2,5
point1,5
st1_buf2,1
win,1
[worst paths after layout]
kind / startpoint / endpoint / slack, ns
min: st2_buf1$_DFF_P_ / st2_buf2$_DFF_P_ / 0.36
min reg2reg: st2_buf1$_DFF_P_ / st2_buf2$_DFF_P_ / 0.36
min in group asynchronous: rst / point2[2]$_DFFE_PN0P_ / 0.71
max reg2reg: point1[1]$_DFFE_PN1P_ / point1[4]$_DFFE_PN0P_ / 0.52
max: point1[1]$_DFFE_PN1P_ / point1_0[2] / 0.16
max in group asynchronous: rst / point1[0]$_DFFE_PN0P_ / 1.87
[per-layer routing]
layer  GRT usage [%]  part of all wire [%]  wire length, um
met2            14.8                    45             2750
met1            13.3                    48             2940
met5               0                     0                0
met4           0.917                  0.90               55
met3            1.62                   5.9              361
[placed cells by master, fill, tap and decap left out, types with 5 or more instances in the layout]
master	Yosys	routed
a211oi_1	5	5
nor3_1	9	9
buf_4	5	21
xnor2_1	9	9
clkdlybuf4s50_1	0	18
ha_1	19	18
nand2_1	25	25
or2_2	5	5
a21oi_1	34	34
inv_1	15	15
nor2_1	37	37
o22ai_1	5	5
nor2b_1	6	5
o21ai_0	17	17
dfrtp_1	7	6
dfxtp_1	6	6
o211ai_1	6	6
nand3_1	9	9
Power figures rest on the tool's default switching activity, not on a simulated workload.
